[./config.mk]
export PLATFORM = sky130hd
export DESIGN_NAME = neopixel_tx
export DESIGN_NICKNAME = neopixel_tx
export VERILOG_FILES = /design/flow/design.v
export SDC_FILE = /design/flow/constraint.sdc
export NUM_CORES = 4
export LEC_CHECK = 1
export CORE_UTILIZATION = 50
[./constraint.sdc]
current_design neopixel_tx

set clk_period 3.4
set clk_io_pct 0.2

create_clock -name clk0 -period $clk_period [get_ports {clk_20MHz_i}]
create_clock -name clk1 -period $clk_period [get_ports {wr_en_i}]

set non_clock_inputs [all_inputs -no_clocks]
set_input_delay [expr $clk_period * $clk_io_pct] -clock clk0 $non_clock_inputs
set_output_delay [expr $clk_period * $clk_io_pct] -clock clk0 [all_outputs]
[./run.sh]
#!/bin/bash
# OpenROAD 26Q1-2900-gdf79404cd8, Yosys 0.63+post, stock flow scripts
make -C /OpenROAD-flow-scripts/flow DESIGN_CONFIG=/design/flow/config.mk WORK_HOME=/design/flow/orfs finish
[./design.v]
`timescale 1ns / 1ps
module FIFO_WxD #(
	parameter U_FIFO_WIDTH = 24, 	 
	parameter U_FIFO_SQ_DEPTH = 10  
	)(
	input wire rst,
	input wire [U_FIFO_WIDTH - 1:0] dataIn,
	input wire wr_en,
	input wire rd_en,
	output wire [U_FIFO_WIDTH - 1:0] dataOut,
	output wire full_flg,
	output wire empty_flg
	);
	reg [U_FIFO_WIDTH - 1:0] fifo [(2^U_FIFO_SQ_DEPTH) - 1:0];
	reg [U_FIFO_SQ_DEPTH - 1:0] wr_ptr = 0;
	reg [U_FIFO_SQ_DEPTH - 1:0] rd_ptr = 0;
	always@(posedge wr_en or negedge rst)
	begin
		if(!rst)	 
			wr_ptr <= 0;
		else if(!full_flg)  
		begin
			fifo[wr_ptr] <= dataIn;
			wr_ptr <= wr_ptr + 1'b1;
		end
	end  
	always@(posedge rd_en or negedge rst)
	begin
		if(!rst)
			rd_ptr <= 0;
		else if(!empty_flg)
		begin
			rd_ptr <= rd_ptr + 1'b1;
		end
	end  
	assign empty_flg = (wr_ptr == rd_ptr)? 1'b1 : 1'b0; 
	assign full_flg = ((wr_ptr + {{U_FIFO_SQ_DEPTH-1{1'b0}}, 1'b1}) == rd_ptr)? 1'b1 : 1'b0;  
	assign dataOut = (empty_flg)? {U_FIFO_WIDTH{1'b0}} : fifo[rd_ptr];  
endmodule
`timescale 1ns / 1ps
module neopixel_tx(
	input wire clk_20MHz_i,			 
	input wire neo_rst_i,			 
	input wire neo_mode_i,			 
	input wire neo_tx_enable_i,	 
	input wire 	neo_msgTyp_i,		 
	input wire [23:0] neo_rgb_i,	 
	input wire wr_en_i,				 
	output wire fifo_full_flg_o,	 
	output wire fifo_empty_flg_o,	 
	output wire neopixel_tx_o		 
    );
	wire neoClk;
	wire neo_msgTyp;
	wire [23:0] neo_rgb;
	wire neo_rdEn;
	wire cmd_empty_flg;
	wire cmd_full_flg;
	wire rgb_empty_flg;
	wire rgb_full_flg;
	FIFO_WxD #(
		24,
		10) 
		neo_rgbFIFO (
		.rst(neo_rst_i),
		.dataIn(neo_rgb_i),
		.wr_en(wr_en_i),
		.rd_en(neo_rdEn),
		.dataOut(neo_rgb),
		.full_flg(rgb_full_flg),
		.empty_flg(rgb_empty_flg)
	);
	FIFO_WxD #(
		1,
		10) 
		neo_cmdFIFO (
		.rst(neo_rst_i),
		.dataIn(neo_msgTyp_i),
		.wr_en(wr_en_i),
		.rd_en(neo_rdEn),
		.dataOut(neo_msgTyp),
		.full_flg(cmd_full_flg),
		.empty_flg(cmd_empty_flg)
	);
	neopixel_tx_fsm  neo_tx(
		.clk(clk_20MHz_i),
		.rst(neo_rst_i),
		.mode(neo_mode_i),
		.tx_enable(neo_tx_enable_i),
		.empty_flg(fifo_empty_flg_o),
		.neo_dIn(neo_rgb),
		.rgb_msgTyp(neo_msgTyp),
		.rd_next(neo_rdEn),		
		.neo_tx_out(neopixel_tx_o)			
	);
	assign fifo_empty_flg_o = cmd_empty_flg | rgb_empty_flg;
	assign fifo_full_flg_o = cmd_full_flg | rgb_full_flg;
endmodule
`timescale 1ns / 1ps
module neopixel_tx_fsm(
	input wire clk,					 
	input wire rst,					 
	input wire mode,					 
	input wire tx_enable,			 
	input wire empty_flg,			 
	input wire [23:0] neo_dIn,		 
	input wire rgb_msgTyp,			 
	output wire rd_next,				 
	output wire neo_tx_out			 
   );
	parameter idle = 2'b00;				 
	parameter chk_fifo = 2'b01;		 
	parameter neo_sendRst = 2'b10;    
	parameter neo_sendRGB = 2'b11; 	 
	reg [1:0] neostate;	
	reg [4:0] dataCntr; 	 
	reg [9:0] pulseCntr;	 
	reg tx_compSig;		 
	reg neo_dOut;			 
	wire [9:0] onePulse; 	 
	wire [9:0] zeroPulse;  	 
	wire [9:0] fullPulse;	 
	parameter rst_pulse 	= 10'd1020;  
	parameter one800 		= 10'd12;	 
	parameter zero800		= 10'd5;		 
	parameter pulse800	= 10'd23;    
	parameter one400		= 10'd12;
	parameter zero400		= 10'd26;
	parameter pulse400	= 10'd48;
	always@(posedge clk or negedge rst) begin
		if(!rst) begin  
			neostate <= idle;
		end
		else begin  
			case(neostate)			
				idle: begin  
					if(!empty_flg && tx_enable) begin  
						neostate <= chk_fifo;
					end
				end  
				chk_fifo: begin  
					if(empty_flg || !tx_enable) begin  
						neostate <= idle;
					end
					else begin  
						if(rgb_msgTyp) begin  
							neostate <= neo_sendRGB;
						end
						else begin  
							neostate <= neo_sendRst;
						end
					end  
				end  
				neo_sendRst: begin  
					if(tx_compSig) begin  
						neostate <= chk_fifo;	
					end		
				end  
				neo_sendRGB: begin  
					if(tx_compSig) begin
						neostate <= chk_fifo;						
					end
				end  
			endcase  
		end
	end  
	always@(posedge clk ) begin			
		if(neostate == neo_sendRst) begin  
			if(pulseCntr >= rst_pulse) begin	 
				tx_compSig <= 1;					 
				neo_dOut <= 0; 
			end
			else begin  
				neo_dOut <= 0;
			end
		end  
		else if(neostate == neo_sendRGB) begin  
			if(dataCntr > 0) begin  
				if(pulseCntr == fullPulse) begin  
					dataCntr <= dataCntr - 5'd1;
				end				
				else if((neo_dIn[dataCntr - 1] && pulseCntr > onePulse && pulseCntr < fullPulse) || 
						  (!neo_dIn[dataCntr - 1] && pulseCntr > zeroPulse && pulseCntr < fullPulse)) begin						  
					neo_dOut <= 0;		 
				end
				else begin
					neo_dOut <= 1; 	 
				end		
			end  
			else begin  
				dataCntr <= 5'd24;				
				tx_compSig <= 1;
			end
		end  
		else begin  
			dataCntr <= 5'd24;  
			tx_compSig <= 0;	  
			if(neostate == chk_fifo && rgb_msgTyp && !empty_flg && tx_enable) begin  
				neo_dOut <= 1;  
			end
			else  begin  
				neo_dOut <= 0;
			end
		end  
	end  
	always@(posedge clk) begin	
		if(neostate == neo_sendRst)begin  
			if(pulseCntr <= rst_pulse - 10'd1) begin
				pulseCntr <= pulseCntr + 10'd1;
			end
		end  
		else if (neostate == neo_sendRGB) begin  
			if(pulseCntr <= fullPulse) begin  
				pulseCntr <= pulseCntr + 10'd1;
			end
			else begin  
				 pulseCntr <= 0;
			end
		end  
		else begin  
			pulseCntr <= 0;
		end	
	end  
	assign onePulse = (mode)? one800 : one400; 
	assign zeroPulse = (mode)? zero800 : zero400;	
	assign fullPulse = (mode)? pulse800 : pulse400;
	assign rd_next = tx_compSig;  
	assign neo_tx_out = neo_dOut;  
endmodule
==> flow_summary.json <==
{
  "portBuffers": 31,
  "antenna_found_initial": 1,
  "ys_warn_count": 5,
  "critPathSlowestCell": "or4_1",
  "yosysSeqAreaShare_pct": 65.2,
  "routed-wl-met3_mm": 2.37,
  "rows": 55,
  "wl_met2_mm": 11.8,
  "chip_area_um2": 23900,
  "grt.total_usage_pct": 23.4,
  "ys_cells": 846,
  "skew_ns": 0.0187,
  "crit_required_ns": 2.72,
  "reg2regPathDepth": 11,
  "setup.worst_path.end_class": "output pin",
  "ir_drop_uv": 427,
  "r2r-start": "neo_rgbFIFO.wr_ptr[0]$_DFFE_PN0N_",
  "untimed_endpoints": 20,
  "die_w_um": 155,
  "critPathArrivalTime_ns": 2.54,
  "core_um2": 22800,
  "tightest_slew_ns": 0.787,
  "yosys_most_used_dff": "edfxtp_1",
  "warnings": 44,
  "area_growth_syn_to_layout_pct": 14.0,
  "edf_count": 216,
  "yosysTopAreaCell": "edfxtp_1",
  "status": "complete, no violations",
  "syn_avg_cell_area_um2": 13.8,
  "worst_hold_path_type": "in -> async",
  "drcViolationCount": 0,
  "synthArstFlopShare_pct": 16.9,
  "cpPeakStageDelay_ns": 0.48,
  "cpMostUsedCell": "and3_4",
  "vias": 7110,
  "synthTopCellsByArea": "edfxtp_1 56%, dfrtp_1 9.2%, ha_1 3.6%",
  "finalNonFillerCells": 1223,
  "post_drt_wl_per_cell_um": 20.5,
  "power_per_cell_area_nw_per_um2": 471,
  "finalMaxSlewViolations": 0,
  "routabilityCongestion": 0.862,
  "unclocked_regs": 20,
  "cts_tree": "yes",
  "drtIter0Drc": 405,
  "cp_cell_sequence": "and3_4 > and3_4 > nand3_4 > or4_1 > a211o_1 > o31ai_1 > dlygate4sd2_1",
  "grt_setup_unrepaired": "no",
  "finalSetupTns_ns": 0,
  "critPathKind": "reg -> out",
  "yosysTopAreaCellShare_pct": 55.6,
  "fillers": 1727,
  "maxUsedRoutingLayer": "met4",
  "path_clk_slew_ns": 0.06,
  "synth_area_um2": 11700,
  "power.leakage_nw": 4.78,
  "wirelength_met1_mm": 10.2,
  "synth_cell_types": 68,
  "grt_pass1_vias": 7136,
  "hold_violations": 0,
  "ys_ff": 261,
  "die-height_um": 155,
  "netlist_instances": 846,
  "grt_max_degree": 55,
  "timing.critical_path.from": "neo_cmdFIFO.wr_ptr[0]$_DFFE_PN0N_",
  "critPathLaunchType": "flip-flop",
  "dpl.hpwl_mm": 14.5,
  "r2r_setup_slack_ns": 0.37,
  "ant_nets": 0,
  "pin_count": 33,
  "max_slew_margin_pct": 47.5,
  "dr.pass1.iters": 5,
  "maxCapViolations": 0,
  "viasPerCell": 5.81,
  "wirelength_mm": 25.0,
  "placedCellCount": 1165,
  "ys_area_um2": 11700,
  "setup_viol": 0,
  "r2r-end": "neo_rgbFIFO.fifo[3][2]$_DFFE_PP_",
  "cp_max_fo": 6,
  "initial_core_util_pct": 51.2,
  "drive_gt1_share_pct": 13.0,
  "grt_first_pass_wirelength_mm": 38.9,
  "grt_overflow_total": 0,
  "postCtsHoldBufs": 0
}
cells by family (layout without fill, tap and decap cells):
| logic type | after synthesis | count (layout) | share of synthesized area (%) |
|---|---|---|---|
| adders and majority gates | 34 | 34 | 3.65 |
| DFF | 261 | 261 | 65.2 |
| AOI/OAI and AO/OA | 171 | 171 | 11.0 |
| buffers and inverters | 71 | 134 | 3.07 |
| xor gates and xnor gates | 77 | 77 | 5.78 |
| other | 0 | 1 | 0 |
| muxes | 22 | 22 | 2.22 |
| and+or+nand+nor | 210 | 210 | 9.00 |
synth_stat cells, types with 6 or more instances:
master and number:
mux2_2 19, a21oi_1 24, and2_1 6, a22oi_1 31
edfxtp_1 216, inv_1 21, nor3_1 10, dfrtp_1 43
a221oi_1 9, buf_2 16, nand4_1 13, a222oi_1 18
a22o_1 12, o21ai_0 22, clkbuf_1 19, ha_1 34
xor2_1 29, a31oi_1 9, nand3_1 14, buf_6 7
nand2_1 48, xnor2_1 48, and3_1 30, nor2_1 57
metal layers:
layer | GRT usage (%) | vias to the layer above
met3 | 10.7 | 46
li1 | - | 3318
met4 | 5.37 | 0
met2 | 35.5 | 279
met5 | 1.04 | -
met1 | 33.5 | 3467
power by group:
part	switching, mW	internal [mW]
clock network	1.11	1.78
logic	0.0710	0.0568
registers	0.00401	3.24
total	1.18	5.07
final cells by class:
cell class	count	area, um2	area share (%)
diodes	1	2.50	0.0188
clock buffers	35	706	5.31
clock inverters	12	190	1.43
inverters	22	82.6	0.621
multi-input cells	514	3740	28.1
flip-flops and latches	261	7610	57.3
well taps	313	392	2.95
repair buffers	65	572	4.30
worst max-delay path: cells and delay by family (launching register included):
kind,cells,cell delay (ns)
flip-flops,1,0.40
AND/OR/NAND/NOR,4,1.01
AND-OR/OR-AND,2,0.38
buffers and inverters,1,0.23
cells in the final DEF, fill, tap and decap left out, drive strengths merged, types with 24 or more instances in the layout:
master         Yosys  routed
buf               30      35
nor2              57      57
dfrtp             43      43
clkbuf            19      35
o21ai             26      26
a21oi             24      24
xor2              29      29
nand2             48      48
edfxtp           216     216
and3              30      30
a22oi             31      31
clkdlybuf4s50      0      29
ha                34      34
xnor2             48      48
stage by stage:
stage | total power, mW | hold WS [ns] | instance area, um2 | worst slack [ns] | util [%]
2_1_floorplan | 3.35 | 0.384 | 11700 | 0.243 | -
3_3_place_gp | 3.43 | 0.480 | 12300 | 0.287 | 53.9
3_5_place_dp | 3.44 | 0.479 | 12300 | 0.217 | 53.9
4_1_cts | 6.31 | 0.0425 | 13300 | 0.0298 | 58.2
5_1_grt | 6.44 | 0.0542 | 13300 | 0.0185 | 58.3
6_report | 6.26 | 0.0521 | 13300 | 0.176 | 58.4
how the worst max path moves through the flow:
stage                 depth (start not counted)               end  slack [ns]
after CTS                                     7  fifo_empty_flg_o        0.03
after global routing                          9   fifo_full_flg_o        0.02
final                                         7   fifo_full_flg_o        0.18
flip-flops by register name (all words and copies together), names as in the netlist:
signal,count
neo_rgbFIFO.wr_ptr,10
neo_rgbFIFO.fifo,192
neo_cmdFIFO.rd_ptr,10
neo_cmdFIFO.wr_ptr,10
neo_cmdFIFO.fifo,8
neo_tx.pulseCntr,10
neo_tx.dataCntr,5
neo_tx.neostate,4
neo_rgbFIFO.rd_ptr,10
neo_tx.tx_compSig,1
neo_tx.neo_dOut,1
what timing repair did:
action,4_1_cts,5_1_grt
endpoints found under the setup margin,1,2
gates resized,9,5
pin swaps,4,3
setup buffers,8,2
No activity file was given, so power comes from the tool's default toggle rates.
